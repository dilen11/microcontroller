### /design/flow/design.v
`timescale 10ns / 10ns
module alu (alu_out, data_in, enable_param_1, enable_param_2, enable_out, opcode, clock, reset);
  output[15:0] alu_out;
  input[15:0] data_in;
  input enable_param_1;
  input enable_param_2;
  input enable_out;
  input[2:0] opcode;
  input clock;
  input reset;
  reg[15:0] alu_out;
  reg[15:0] param_1;
  reg[15:0] param_2;
  always @(posedge clock)
    begin
      if (reset)
      begin
        param_1 = 16'd0;
        param_2 = 16'd0;
        alu_out = 16'dz;
      end
      else
      begin
        if (enable_param_1)
          param_1 = data_in;
        if (enable_param_2)
          param_2 = data_in;
        if (enable_out)
        begin
          case (opcode)
          3'b000:  
            alu_out = param_1 + param_2;
          3'b001:  
            alu_out = param_1 - param_2;
          3'b010:  
            alu_out = ~param_1;
          3'b011:  
            alu_out = param_1 & param_2;
          3'b100:  
            alu_out = param_1 | param_2;
          3'b101:  
            alu_out = param_1 ^ param_2;
          3'b110:  
            alu_out = param_1 ~^ param_2;
          default: alu_out = 16'dZ;
          endcase
        end
        else
          alu_out = 16'dZ;
      end
    end
endmodule
### /design/flow/run.sh
#!/bin/bash
# OpenROAD 26Q1-2900-gdf79404cd8, Yosys 0.63+post, stock flow scripts
make -C /OpenROAD-flow-scripts/flow DESIGN_CONFIG=/design/flow/config.mk WORK_HOME=/design/flow/orfs finish
### /design/flow/config.mk
export PLATFORM = sky130hd
export DESIGN_NAME = alu
export DESIGN_NICKNAME = alu
export VERILOG_FILES = /design/flow/design.v
export SDC_FILE = /design/flow/constraint.sdc
export NUM_CORES = 4
export LEC_CHECK = 1
export CORE_UTILIZATION = 50
### /design/flow/constraint.sdc
current_design alu

set clk_period 9.0
set clk_io_pct 0.2

create_clock -name clk0 -period $clk_period [get_ports {clock}]

set non_clock_inputs [all_inputs -no_clocks]
set_input_delay [expr $clk_period * $clk_io_pct] -clock clk0 $non_clock_inputs
set_output_delay [expr $clk_period * $clk_io_pct] -clock clk0 [all_outputs]
==> metrics.log <==
[flow] final metrics
[metrics] clock tree from TritonCTS: done
[metrics] Vias: 3,115
[metrics] number of cells in the finished layout apart from fillers: 569
[metrics] basic-gate share of the synthesized area counting and, or, nand and nor cells: 0.1239
[metrics] final hold slack: 0.5520 ns
[metrics] aggregate routed wire length: 8592 µm
[metrics] placed instance count: 562
[metrics] clock tree buffer depth: 2
[metrics] Clk pin slew, worst setup/hold paths: 0.09 ns
[metrics] count of library flops with an enable pin: 0
[metrics] fraction of synthesized cell area taken by the top area cell type: 0.2492
[metrics] dominant kind of combinational cell: AND-OR/OR-AND gates
[metrics] register bit count reported by yosys: 48
[metrics] width of the die: 89.82 µm
[metrics] Final TNS setup: 0 ns
[metrics] area grow syn2layout: 14.21%
[metrics] yosys stat chip area: 3856 µm²
[metrics] startpoint type of the worst setup path: input pin
[metrics] endpoint class of the critical path: flop
[metrics] top cell type by total area after synthesis: sky130_fd_sc_hd__dfxtp_1
[metrics] first-pass GRT wire length: 14,550 µm
[metrics] post-synthesis adder-cell area fraction: 0.1609
[metrics] Syn Std Cell Area: 3856 µm²
[metrics] share of layout cells above drive strength 1: 0.08298
[metrics] Std-Cell Rows: 31
[metrics] max frequency: 0.1851 GHz
[metrics] relative slew slack: 0.5823
[metrics] area of the core region: 7370 µm²
[metrics] ratio of total power to cell area: 161.6 nW/µm²
[metrics] antenna violations before repair: 0
[metrics] Final Setup Violations: 0
[metrics] Synth cell types: 62
[metrics] placed wire-length estimate after detailed placement: 6461 µm
[metrics] number of warnings printed during yosys synthesis: 4
[metrics] total congestion overflow after global routing: 0
[metrics] iteration count of the initial detailed-routing pass: 5
[metrics] path class of the lowest-slack min-delay path: reg2reg
[metrics] Final Critical Period: 5.403 ns
[metrics] count of tool warnings: 44
[metrics] Least-Margin Pin Slew: 0.6092 ns
[metrics] Yosys top cell by instances: sky130_fd_sc_hd__nor2_1
[metrics] filler cell count in the final layout: 658
[metrics] number of vias per cell: 5.475
[metrics] FFs w/ async S/R, synth: 0
[metrics] post-route DRC violation count: 0
[metrics] Multiplexer share: 0.1304
[metrics] Cell area leaders: sky130_fd_sc_hd__dfxtp_1, sky130_fd_sc_hd__ha_1, sky130_fd_sc_hd__mux2i_1
[metrics] number of nets still failing antenna checks after routing: 0
[metrics] Max Clock Skew: 0.008641 ns
[metrics] cell class contributing the biggest share of worst-path delay: AND-OR/OR-AND gates
[metrics] final design utilization: 0.5976
[metrics] commonest cells in the netlist: sky130_fd_sc_hd__nor2_1, sky130_fd_sc_hd__dfxtp_1, sky130_fd_sc_hd__ha_1, sky130_fd_sc_hd__mux2i_1, sky130_fd_sc_hd__inv_1
[metrics] combinational gate area: 2605 µm²
[metrics] weighted congestion reported at the end of routability-driven placement: 0.8512
[metrics] Post-CTS Repair Setup Buffers: 0
[metrics] max-slew violation count: 0
[metrics] setup repair after global routing missed its margin: false
[metrics] cell resize tally after clock tree synthesis: 0
[metrics] antenna diode count: 0
[metrics] IO Port Bufs: 38
[metrics] cell count listed in synth_stat.txt: 440
[metrics] outcome: finished, final reports clean
[metrics] cell at the slowest stage of the critical path: sky130_fd_sc_hd__mux2i_1
[metrics] Die H: 89.82 µm
[metrics] number of instances in the synthesized netlist: 440
[metrics] TritonCTS sink count: 48
[metrics] clock buffer count from CTS: 5
[metrics] H-tree levels: 2
[metrics] via count of the first global-routing pass: 2,778
[metrics] critical path's largest stage delay: 0.53 ns
[metrics] GRT Resource Usage Total: 0.2283
[metrics] number of hold-repair buffers added at the cts stage: 0
[metrics] count of boundary I/O pins: 40
[metrics] starting DRC count in detailed routing: 240
[metrics] required time at the worst-slack endpoint: 9.18 ns
[metrics] type of the worst setup path: in2reg
[metrics] series of cell instances along the critical path: clkdlybuf4s50_1 -> buf_4 -> mux2i_1 -> o211ai_2 -> or2_1 -> nor3_2 -> a31oi_1 -> xnor2_1 -> ha_1 -> a21o_1 -> a21o_1 -> a211oi_1 -> o31ai_1 -> xnor2_1 -> o21ai_1
[metrics] Synth Seq Share: 0.2492
[metrics] area taken by flip-flops and latches: 960.9 µm²
[metrics] commonest register cell after synthesis: sky130_fd_sc_hd__dfxtp_1
[metrics] crit path max fanout: 22
[metrics] worst path buffer plus inverter count: 2
[metrics] setup slack after placement: 3.328 ns
[metrics] synthesized area per cell: 8.764 µm²
[metrics] Final Hold Vio Count: 0
[metrics] DR WL/cell: 15.10 µm
[metrics] post-route worst setup slack: 3.597 ns
[metrics] static power due to leakage: 2.018 nW
[metrics] Worst Path Arrival: 5.58 ns
[metrics] worst-case vdd ir drop: 91.70 µV
[metrics] clock tree root driver cell: sky130_fd_sc_hd__clkbuf_8
[metrics] chip footprint: 8068 µm²
[metrics] AO/OA Area Share: 0.1924
[metrics] starting utilization of the core area: 0.5233
[metrics] reported max-cap violation count: 0
[metrics] XOR/XNOR share of the synthesized area: 0.06781
[metrics] clock insertion delay at the later pin of the skew report: 0.30 ns
[metrics] maximum number of pins on one net before global-route repair: 43
[metrics] period utilisation layout: 0.6003
==> worst reg2reg max path: cells and delay by family (launching register included) <==
kind	cells	cell delay, ns
simple gates	2	0.52
mux	1	0.40
compound gates	7	1.16
flops	1	0.31
fa+ha+maj	1	0.40
xor+xnor	2	0.32
==> state kept, by name, indices dropped and copies added (netlist names) <==
| signal | flops |
|---|---|
| param_2 | 16 |
| alu_out | 16 |
| param_1 | 16 |
==> worst paths after layout <==
check	from	to	slack, ns	depth (start not counted)
setup / recovery	enable_param_2	alu_out[15]	3.60	15
hold / removal	param_1[1]	param_1[1]	0.55	2
setup reg to reg	param_2[7]	alu_out[15]	5.76	13
hold reg to reg	param_1[1]	param_1[1]	0.55	2
==> power breakdown <==
| group | internal (mW) | switching, mW | leakage [nW] | total, mW |
|---|---|---|---|---|
| logic | 0.136 | 0.143 | 1.55 | 0.279 |
| clock network | 0.109 | 0.0762 | 0.0642 | 0.186 |
| registers | 0.240 | 0.00741 | 0.399 | 0.247 |
| total | 0.485 | 0.227 | 2.02 | 0.712 |
==> cells by family (layout without fill, tap and decap cells) <==
group           Yosys count  in the layout
compound gates          114            114
simple gates             99             99
buf+inv                  59             89
fa+ha+maj                49             49
flops                    48             48
mux                      42             42
xor+xnor                 29             29
==> layer usage <==
layer | wire, µm | vias up | GRT usage
met5 | 0 | - | 0
met4 | 64 | 0 | 0.01776
met3 | 510 | 7 | 0.03436
met2 | 3220 | 105 | 0.3000
met1 | 4797 | 1387 | 0.4084
li1 | - | 1616 | -
==> layout by cell type, fill, tap and decap left out, types with 21 or more instances in the layout <==
master / n
sky130_fd_sc_hd__a21oi_1: 25
sky130_fd_sc_hd__clkdlybuf4s50_1: 38
sky130_fd_sc_hd__inv_1: 31
sky130_fd_sc_hd__xnor2_1: 21
sky130_fd_sc_hd__nand2_1: 26
sky130_fd_sc_hd__o21ai_0: 21
sky130_fd_sc_hd__nor2_1: 50
sky130_fd_sc_hd__dfxtp_1: 48
sky130_fd_sc_hd__mux2i_1: 34
sky130_fd_sc_hd__ha_1: 48
==> area by class of cell <==
cell class,instances,area share
clock buffers,5,0.01563
clock inverters,2,0.01364
inverters,37,0.03466
multi-input cells,333,0.5915
flip-flops and latches,48,0.2182
well taps,99,0.02813
repair buffers,45,0.09830
==> per-stage QoR <==
stage / power [mW] / cell area [µm²]
floorplan: 0.4405 / 3856
global placement: 0.5276 / 4275
detailed placement: 0.5289 / 4275
CTS: 0.7169 / 4404
global route: 0.7637 / 4404
finish: 0.7119 / 4404
No activity file was given, so power comes from the tool's default toggle rates.
