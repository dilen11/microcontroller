<file path="flow/run.sh">
#!/bin/bash
# OpenROAD 26Q1-2900-gdf79404cd8, Yosys 0.63+post, stock flow scripts
make -C /OpenROAD-flow-scripts/flow DESIGN_CONFIG=/design/flow/config.mk WORK_HOME=/design/flow/orfs finish
</file>
<file path="flow/config.mk">
export PLATFORM = sky130hd
export DESIGN_NAME = registers
export DESIGN_NICKNAME = registers
export VERILOG_FILES = /design/flow/design.v
export SDC_FILE = /design/flow/constraint.sdc
export NUM_CORES = 4
export LEC_CHECK = 1
export CORE_UTILIZATION = 50
</file>
<file path="flow/constraint.sdc">
current_design registers

set clk_period 1.1
set clk_io_pct 0.2

create_clock -name clk0 -period $clk_period [get_ports {clock}]

set non_clock_inputs [all_inputs -no_clocks]
set_input_delay [expr $clk_period * $clk_io_pct] -clock clk0 $non_clock_inputs
set_output_delay [expr $clk_period * $clk_io_pct] -clock clk0 [all_outputs]
</file>
<file path="flow/design.v">
module registers(reg0_out, reg0_in, reg0_enable_read, reg0_enable_out,
                  reg1_out, reg1_in, reg1_enable_read, reg1_enable_out,
                  reg2_out, reg2_in, reg2_enable_read, reg2_enable_out,
                  reg3_out, reg3_in, reg3_enable_read, reg3_enable_out,
                  clock, reset);
output[15:0] reg0_out, reg1_out, reg2_out, reg3_out;
input[15:0] reg0_in, reg1_in, reg2_in, reg3_in;
input reg0_enable_read, reg1_enable_read, reg2_enable_read, reg3_enable_read;
input reg0_enable_out, reg1_enable_out, reg2_enable_out, reg3_enable_out;
input clock, reset;
reg[15:0] reg0_val, reg1_val, reg2_val, reg3_val;
reg[15:0] reg0_out, reg1_out, reg2_out, reg3_out;
always @(posedge clock)
begin:behavior
  if (reset)
  begin
    reg0_val = 16'd0;
    reg1_val = 16'd0;
    reg2_val = 16'd0;
    reg3_val = 16'd0;
  end
  else
  begin
    if (reg0_enable_read)
      reg0_val = reg0_in;
    if (reg1_enable_read)
      reg1_val = reg1_in;
    if (reg2_enable_read)
      reg2_val = reg2_in;
    if (reg3_enable_read)
      reg3_val = reg3_in;
  end
  reg0_out = (reg0_enable_out) ? reg0_val : 16'hZZZZ;
  reg1_out = (reg1_enable_out) ? reg1_val : 16'hZZZZ;
  reg2_out = (reg2_enable_out) ? reg2_val : 16'hZZZZ;
  reg3_out = (reg3_enable_out) ? reg3_val : 16'hZZZZ;
end 
endmodule
</file>
==> flow_summary.json <==
{
  "final-setup-viol-count": 0,
  "synthTopCellsByArea": "dfxtp_1, mux2i_1, nor2_1, buf_12, buf_6",
  "chip_area_mm2": 0.00492,
  "synth_flops": 64,
  "viasPerCell": 4.78,
  "initCoreUtil": 0.526,
  "setup.worst_path.start": "reg2_enable_read",
  "die_h_um": 70.2,
  "total_leakage_power_nw": 1.79,
  "yosys.cell_types.count": 6,
  "max-slew-margin-rel": 0.813,
  "grt_start_max_net_pins": 65,
  "timing_hold_violations_final": 0,
  "powerDensity_mw_per_mm2": 1300,
  "crit_arrival_ns": 1.29,
  "seq_power_share": 0.498,
  "number_of_flops_mapped_to_enable_cells_by_yosys": 0,
  "power.net_switching_mw": 1.11,
  "worstReg2RegStart": "reg0_val[6]",
  "antenna_found_initial": 0,
  "vias": 1935,
  "worstSetupEndpointType": "flip-flop",
  "grtUsageTotal": 0.252,
  "postSynthSeqShare": 0.552,
  "routed_wirelength_um": 6120,
  "grt-ovfl-total": 0,
  "dr.first_iter.drc_count": 60,
  "clock-skew-final_ns": 0,
  "comb_power_share": 0.156,
  "fin_worst_hold_slack_ns": 0.356,
  "largest_area_cell": "dfxtp_1",
  "syn2layout_area_growth_pct": 69.4,
  "finalSetupTns_ns": 0,
  "crit_path_max_fanout": 16,
  "critical_setup_path_class": "in2reg",
  "detail_route.wl_per_cell_um": 15.1,
  "clk-insertion-delay-late_ns": 0.32,
  "ff2ff_setup_slack_ns": 0.22,
  "yosysWarningCount": 5,
  "tritoncts_clock_tree": "yes",
  "layout-drive-gt1-share": 0.280,
  "startpoint_type": "primary input",
  "antennaDiodeCount": 0,
  "max_cap_viol_count": 0,
  "synthFlopType": "dfxtp_1",
  "synth_chip_area_mm2": 0.00232,
  "htree_num_levels": 3,
  "ctsHoldBuffers": 0,
  "fp.coreArea_mm2": 0.00441,
  "numClockSinks": 64,
  "gp_congestion": 0.719,
  "warnings": 30,
  "fillerInstances": 193,
  "power.ir.vdd_worst_mv": 1.20,
  "synth_area_per_inst_um2": 11.2,
  "outcome": "finished, final reports clean",
  "fin_crit_ns": 1.10,
  "hold_path_startpoint": "reset",
  "worst_slew_pin_slew_ns": 0.280,
  "max_freq_mhz": 913,
  "timing_max_transition_violations_final": 0,
  "rows": 24,
  "post_synth_instance_area_mm2": 0.00232,
  "drt_pre_antenna_iters": 4,
  "clock_tree.buffer_depth": 2,
  "yosysCellCount": 207,
  "share_of_flip_flops_with_an_asynchronous_set_or_reset_after_synthesis": 0,
  "yosysTopAreaCellShare": 0.552,
  "placement.io_buffers": 133,
  "reg2reg_to": "reg0_val[6]",
  "tritoncts.num_buffers": 9,
  "hp-class": "in2reg",
  "hold_path_depth": 3,
  "hpwl_um": 3780,
  "die-width_um": 70.2,
  "detail-route-antenna-nets": 0,
  "netlist_top_cells_count": "dfxtp_1, mux2i_1, nor2_1",
  "p_int_mw": 4.01,
  "timing.final.crit_share": 0.995,
  "clock_power_share": 0.346,
  "grt_pass1_wl_um": 9360,
  "synth_cells": 207,
  "clock_input_transition_at_the_sequential_cells_of_the_worst_setup_and_hold_paths_ns": 0.06,
  "switching_part_of_the_total_power": 0.217,
  "min_delay_worst_endpoint": "reg2_val[9]",
  "worst_ep_required_time_ns": 1.30,
  "clk_root_buffer_cell": "clkbuf_8",
  "worstRegToRegCells": 4,
  "boundaryPins": 138,
  "first_global_vias": 1846,
  "drc": 0
}
## repair_timing
| item | CTS | global route |
|---|---|---|
| setup buffers | 6 | 3 |
| resized | 180 | 20 |
| endpoints found under the setup margin | 64 | 21 |
## cells in the final DEF, fill, tap and decap left out
master and instances:
dfxtp_2 64, mux2i_1 64, clkbuf_1 2, clkdlybuf4s15_1 56, clkdlybuf4s50_1 68, nor2_1 64, buf_12 5, clkbuf_8 12
buf_4 9, clkbuf_2 8, buf_2 1
## metrics by stage
stage	total power [mW]	instances	instance area, um^2	utilization	setup WS (ns)
final	5.13	405	3930	0.891	0.00497
after global routing	5.39	405	3930	0.891	-0.0172
after CTS	5.16	402	3940	0.892	0.0000848
after detailed placement	3.39	382	3650	0.828	-0.228
after global placement	3.37	382	3650	0.828	-0.180
after floorplan	2.85	207	2320	-	0.298
## worst max-delay path, stage by stage
cell and delay (ns):
clkdlybuf4s50_1 0.51, buf_12 0.18, mux2i_1 0.28, nor2_1 0.10
## power by group through the flow
stage / Clock [mW] / Combinational [mW] / Sequential, mW
final: 1.77 / 0.800 / 2.55
after global routing: 1.96 / 0.857 / 2.57
after CTS: 1.82 / 0.789 / 2.55
## registers in the layout, summed over array words and instances (netlist names)
register	count
reg0_val	16
reg2_val	16
reg3_val	16
reg1_val	16
## cell families after synthesis
family                 count (synthesis)  share of synthesized area
DFF                                   64                      0.552
buffers and inverters                 15                     0.0690
and+or+nand+nor                       64                      0.103
muxes                                 64                      0.276
## cell type report
| class | instances | area, um^2 | area share |
|---|---|---|---|
| Tap cell | 52 | 65.1 | 0.0165 |
| Clock buffer | 14 | 173 | 0.0439 |
| Multi-Input combinational cell | 128 | 881 | 0.224 |
| Sequential cell | 64 | 1360 | 0.346 |
| Timing Repair Buffer | 147 | 1450 | 0.370 |
## how the worst max path moves through the flow
stage	to	slack, ns	cells past startpoint
after CTS	reg1_out[2]	0.00008	1
after global routing	reg1_out[7]	-0.02	1
final	reg2_val[5]	0.005	4
## routing by layer
metal / part of all wire / GRT usage / up-vias
li1: - / - / 965
met1: 0.46 / 0.372 / 868
met2: 0.43 / 0.366 / 96
met3: 0.11 / 0.114 / 6
met4: 0.0090 / 0.0289 / 0
met5: 0 / 0 / -
No activity file was given, so power comes from the tool's default toggle rates.
