--- flow/run.sh ---
#!/bin/bash
# OpenROAD 26Q1-2900-gdf79404cd8, Yosys 0.63+post, stock flow scripts
make -C /OpenROAD-flow-scripts/flow DESIGN_CONFIG=/design/flow/config.mk WORK_HOME=/design/flow/orfs finish
--- flow/config.mk ---
export PLATFORM = sky130hd
export DESIGN_NAME = mdr
export DESIGN_NICKNAME = mdr
export VERILOG_FILES = /design/flow/design.v
export SDC_FILE = /design/flow/constraint.sdc
export NUM_CORES = 4
export LEC_CHECK = 1
export CORE_AREA = 10 10 97 97
export DIE_AREA = 0 0 107 107
--- flow/constraint.sdc ---
current_design mdr

set clk_period 1.3
set clk_io_pct 0.2

create_clock -name clk0 -period $clk_period [get_ports {clock}]

set non_clock_inputs [all_inputs -no_clocks]
set_input_delay [expr $clk_period * $clk_io_pct] -clock clk0 $non_clock_inputs
set_output_delay [expr $clk_period * $clk_io_pct] -clock clk0 [all_outputs]
--- flow/design.v ---
module mdr(mdr_bus_out, mdr_mem_out, mdr_bus_in, mdr_mem_in,
  clock, reset, enable_bus_out, enable_mem_out, enable_bus_read, enable_mem_read);
output[15:0] mdr_bus_out, mdr_mem_out;
input[15:0] mdr_bus_in, mdr_mem_in;
input clock, reset, enable_bus_out, enable_mem_out, enable_bus_read, enable_mem_read;
reg[15:0] mdr_val, mdr_bus_out, mdr_mem_out;
always @(posedge clock)
begin:behavior
  if (reset)
    mdr_val = 16'd0;
  else if (enable_bus_read)
    mdr_val = mdr_bus_in;
  else if (enable_mem_read)
    mdr_val = mdr_mem_in;
  if (enable_mem_out)
  begin
    mdr_bus_out = 16'hZZZZ;
    mdr_mem_out = mdr_val;
  end
  else if (enable_bus_out)
  begin
    mdr_bus_out = mdr_val;
    mdr_mem_out = 16'hZZZZ;
  end
  else
  begin
    mdr_mem_out = 16'hZZZZ;
    mdr_bus_out = 16'hZZZZ;
  end
end 
endmodule
==> flow_summary.yaml <==
# synthesis and place-and-route metrics
status:
  run_status: "completed"
logic_synthesis:
  ff_type: "dfxtp_1"
  avgSynthCellArea_um2: 10.6
  ys_cells: 87
  common_cells: "buf_4 (17), dfxtp_1 (16), mux2i_1 (16), nor2b_1 (16), a211oi_2 (10)"
  yosysMostFrequentCell: "buf_4"
  synthDistinctLibCells: 12
  synth.top_cell.area_share_pct: 34.6
  yosysTopAreaCell: "dfxtp_1"
  yosysWarnings: 5
  synth_cells: 87
  ys_ff: 16
  syn-cell-area_um2: 926
  synth_seq_share_pct: 34.6
  synth.area.top_cells: "dfxtp_1 (35%), mux2i_1 (17%), buf_4 (14%)"
  synth-edff-count: 0
  yosysChipArea_um2: 926
  async_flop_share_pct: 0
power:
  p_seq_share_pct: 42.7
  p_sw_share_pct: 23.8
  power_frac_clock_pct: 29.3
  combPwrFrac_pct: 28.0
  ir_worst_vdd_uv: 220
  p_per_area_mw_per_mm2: 770
  p_int_uw: 994
  p_sw_uw: 311
  p_leak_uw: 0.000751
  total_power_uw: 1310
global_route:
  antenna_found_initial: 0
  grt_usage_pct: 5.69
  grt_pass1_vias: 873
  overflow: 0
  grt_pass1_wl_um: 5140
  grt_max_degree: 11
worst_setup_path:
  cp_slowest_stage_delay_ns: 0.32
  path_delay_family: "buffers and inverters"
  crit_buf_inv: 2
  r2r_slack_ns: 0.47
  crit_fanout: 2
  critical_path_arrival_ns: 0.93
  endpoint_kind: "output pin"
  timing.critical_path.cells: "buf_4 > dlygate4sd2_1"
  criticalPathCategory: "reg -> out"
  critical-path-slowest-cell: "dfxtp_2"
  cp.required_ns: 1.04
  setup.worst_path.start_class: "flop"
clock_network:
  tritoncts: "yes"
  htreeDepth: 1
  cts_buffers: 3
  cts_max_path_buffers: 2
  clk_latency_ns: 0.25
  root_buffer: "clkbuf_8"
  clkTransAtPathRegs_ns: 0.07
  cts.sinks: 16
cells_and_area:
  largest_reg_flops: 16
  fin_area_mm2: 0.00170
  nFillCells: 827
  area_growth_pct: 83.1
  layout-drive-gt1-share_pct: 29.3
  combGateArea_um2: 430
  flop_area_um2: 340
floorplan:
  coreArea_mm2: 0.00729
  initCoreUtil_pct: 12.7
  die_x_um: 107
  io_pins: 70
  chipArea_mm2: 0.0114
  die_y_um: 107
  rows: 31
final_timing:
  min_period_ns: 1.19
  skew_ns: 0
  setup_viol: 0
  slew_headroom_pct: 85.4
  max_freq_mhz: 837
  hold_violations: 0
  setup_ws_ns: 0.106
  worstMarginPinSlew_ns: 0.218
  whs_ns: 0.562
  rsz0062_at_grt: "false"
  slew_violations: 0
  fin_tns_setup_ns: 0
  post-route-period-util_pct: 91.9
placement:
  pre_cts_ws_ns: -0.120
  place_area_mm2: 0.00164
  hpwlAfterDp_um: 2780
  portBuffers: 67
  gp_congestion: 0.706
detailed_routing:
  insertedDiodeCount: 0
  drc: 0
  first_pass_iters: 3
  drtIter0Drc: 24
  viasPerCell: 3.30
  wl_um: 3420
  detail-route-antenna-nets: 0
  avgRoutedWirePerCell_um: 13.8
  num_vias: 822
worst_hold_path:
  hp-class: "reg -> reg"
job:
  warnings: 27
  drv_cap: 0
-- timing repair --
action | CTS | global route
gates resized | 48 | 0
setup endpoints to repair | 32 | 0
hold buffers | 0 | 0
buffers inserted | 5 | 0
-- power groups by stage --
stage	combinational, uW	sequential (uW)	clock, uW
final	365	557	383
after CTS	376	558	419
after global routing	401	564	435
-- layout by cell type (no fill, tap or decap), drive strengths merged --
master / n
nor2b: 16
buf: 15
dfxtp: 16
inv: 1
clkdlybuf4s50: 35
clkbuf: 3
a211oi: 16
dlygate4sd2: 32
mux2i: 16
-- cells by family (layout without fill, tap and decap cells) --
kind of cell / count (synthesis) / in the layout / synth area share, %
muxes: 16 / 16 / 17.3
and+or+nand+nor: 16 / 16 / 10.8
AOI/OAI and AO/OA: 16 / 16 / 18.4
DFF: 16 / 16 / 34.6
buffers and inverters: 23 / 86 / 18.9
-- per-stage QoR --
stage	instances	utilization, %
2_1_floorplan	87	-
3_3_place_gp	241	22.4
3_5_place_dp	241	22.4
4_1_cts	249	23.2
5_1_grt	249	23.2
6_report	249	23.2
-- worst reg2reg max path, cell delays in order (launching register included) --
cell and delay [ns]:
dfxtp_2 0.32, buf_4 0.10, mux2i_1 0.05, a211oi_1 0.26
-- layer usage --
metal  up-vias  global-route usage (%)  wire, um  share of wire [%]
met3         2                    1.46       195                5.7
met1       383                    6.46      1350                 39
met2        22                    10.5      1830                 54
met4         0                    1.06        47                1.4
met5         -                       0         0                  0
li1        415                       -         -                  -
-- final cells by class --
type,count,share of cell area (%)
multi-input combinational,48,25.4
sequential,16,20.1
tap,99,7.31
timing repair buffer,82,44.6
inverter,1,0.221
clock buffer,3,2.44
-- worst paths after layout --
check | startpoint | endpoint | depth (start not counted)
max | mdr_bus_out[12] | mdr_mem_out[12] | 2
min | mdr_bus_out[13] | mdr_bus_out[13] | 2
max reg2reg | mdr_bus_out[2] | mdr_bus_out[2] | 3
min reg2reg | mdr_bus_out[13] | mdr_bus_out[13] | 2
Power and IR drop assume default switching activity.
